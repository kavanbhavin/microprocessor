## flow/config.mk

```make
export PLATFORM = sky130hd
export DESIGN_NAME = lab5iram1B
export DESIGN_NICKNAME = lab5iram1B
export VERILOG_FILES = /design/flow/design.v
export SDC_FILE = /design/flow/constraint.sdc
export NUM_CORES = 4
export LEC_CHECK = 1
export CORE_AREA = 10 10 78 78
export DIE_AREA = 0 0 88 88
```

## flow/run.sh

```bash
#!/bin/bash
# OpenROAD 26Q1-2900-gdf79404cd8, Yosys 0.63+post, stock flow scripts
make -C /OpenROAD-flow-scripts/flow DESIGN_CONFIG=/design/flow/config.mk WORK_HOME=/design/flow/orfs finish
```

## flow/constraint.sdc

```tcl
current_design lab5iram1B

set clk_period 3.3
set clk_io_pct 0.2

create_clock -name clk0 -period $clk_period [get_ports {CLK}]

set non_clock_inputs [all_inputs -no_clocks]
set_input_delay [expr $clk_period * $clk_io_pct] -clock clk0 $non_clock_inputs
set_output_delay [expr $clk_period * $clk_io_pct] -clock clk0 [all_outputs]
```

## flow/design.v

```verilog
module lab5iram1B(CLK, RESET, ADDR, Q);
  input         CLK;
  input         RESET;
  input  [7:0]  ADDR;
  output [15:0] Q;
  reg    [15:0] mem[0:127];  
  wire   [6:0]  saddr;
  integer       i;
  assign saddr = ADDR[7:1];
  assign Q = mem[saddr];
  always @(posedge CLK) begin
    if(RESET) begin
      mem[0]   <= 16'b1111000000000001;    
      mem[1]   <= 16'b0101000101111111;    
      mem[2]   <= 16'b0010101001111001;    
      mem[3]   <= 16'b0010101010111010;    
      mem[4]   <= 16'b0110010011000001;    
      mem[5]   <= 16'b1111000011011001;    
      mem[6]   <= 16'b1111001011011101;    
      mem[7]   <= 16'b1111000011100000;    
      mem[8]   <= 16'b1111001000001100;    
      mem[9]   <= 16'b1111010000010011;    
      mem[10]  <= 16'b0110010011000001;    
      mem[11]  <= 16'b1111000011011001;    
      mem[12]  <= 16'b1111001011011101;    
      mem[13]  <= 16'b1111100011100000;    
      mem[14]  <= 16'b1111001000001100;    
      mem[15]  <= 16'b1111010000010011;    
      mem[16]  <= 16'b0110010011000001;    
      mem[17]  <= 16'b1111000011011001;    
      mem[18]  <= 16'b1111001011011101;    
      mem[19]  <= 16'b1111100011100000;    
      mem[20]  <= 16'b1111001000001100;    
      mem[21]  <= 16'b1111010000010011;    
      mem[22]  <= 16'b0110010011000001;    
      mem[23]  <= 16'b1111000011011001;    
      mem[24]  <= 16'b1111001011011101;    
      mem[25]  <= 16'b1111100011100000;    
      mem[26]  <= 16'b0100101100000000;    
      for(i = 27; i < 128; i = i + 1) begin
        mem[i] <= 16'b0000000000000000;
      end
    end
  end
endmodule
```

==> results.sh <==
# implementation run metrics
export IMPL_outcome="finished, final reports clean"
export IMPL_crit_path_max_fanout=12
export IMPL_ys_cells=113
export IMPL_crit_path_end_kind="output pin"
export IMPL_power_mw=0.1261
export IMPL_dieArea_um2=7744
export IMPL_drtIter0Drc=84
export IMPL_power_frac_seq=0
export IMPL_grt_util_all_layers=0.05891
export IMPL_synth_area_um2=680.7
export IMPL_setup_viol=0
export IMPL_ys_area_um2=680.7
export IMPL_nFlopsAndLatches=0
export IMPL_max_freq_mhz=314.4
export IMPL_grt_start_max_net_pins=22
export IMPL_grt_overflow=0
export IMPL_warnings=30
export IMPL_viasPerCell=4.603
export IMPL_cts_resized=0
export IMPL_drtPass1Iterations=4
export IMPL_tightest_slew_ns=0.4677
export IMPL_drive_above_1_share=0.1679
export IMPL_cts_setup_buffers=0
export IMPL_hp_class="input pin to output pin"
export IMPL_drc_errors=0
export IMPL_grt_pass1_wl_um=3912
export IMPL_nClkBuffers=0
export IMPL_topCellsByArea="a21oi_1 (10%), nor2_1 (7.7%), o21ai_0 (7.4%), nand2_1 (7.2%), buf_2 (4.4%)"
export IMPL_vias=870
export IMPL_final_fill_count=477
export IMPL_netlist_area_leader_share=0.1029
export IMPL_worst_ep_arrival_time_ns=2.52
export IMPL_final_min_clock_period_ns=3.181
export IMPL_drv_cap=0
export IMPL_place_area_um2=1021
export IMPL_synth_warnings=2
export IMPL_maxSlewViolCount=0
export IMPL_gp_congestion=0.9045
export IMPL_fp_dieH_um=88
export IMPL_regArea_um2=0
export IMPL_fin_crit_sh=0.9638
export IMPL_required_ns=2.64
export IMPL_p_per_area_nw_per_um2=118.7
export IMPL_p_int_mw=0.06488
export IMPL_whs_endpoint="Q[0]"
export IMPL_path_class="input pin to output pin"
export IMPL_synth_top_cell_by_area="a21oi_1"
export IMPL_yosysUniqueCellTypes=44
export IMPL_rows=24
export IMPL_hold_buffers=0
export IMPL_ys_seq_share=0
export IMPL_die_w_um=88
export IMPL_hold_viol_final=0
export IMPL_io_pins=26
export IMPL_avgRoutedWirePerCell_um=12.65
export IMPL_insertedDiodeCount=0
export IMPL_syn_to_final_growth_pct=56.07
export IMPL_p_sw_mw=0.06123
export IMPL_synth_avg_cell_area_um2=6.023
export IMPL_dp_hpwl_um=1854
export IMPL_coreArea_um2=4414
export IMPL_hp_start="ADDR[4]"
export IMPL_finish_instance_area_um2=1062
export IMPL_p_leak_nw=0.4062
export IMPL_maxSlewHeadroom=0.6849
export IMPL_initial_utilization=0.1542
export IMPL_peakVddDrop_mv=0.02353
export IMPL_finish_utilization=0.2406
export IMPL_io_buffer_count=23
export IMPL_hold_depth=4
export IMPL_pwr_share_clk=0
export IMPL_critPathLaunchType="input pin"
export IMPL_antenna_found_initial=0
export IMPL_routed_wl_um=2390
export IMPL_drtAntennaViolNets=0
export IMPL_power_share_combinational=1.000
export IMPL_netlist_instances=113
export IMPL_first_global_vias=807
export IMPL_switching_share=0.4855
==> synth_stat cells, types with 2 or more instances <==
cell type and instances:
a21oi_1 14, nor2_1 14, nand2_1 13, o21ai_0 10, buf_2 6, nor3_1 4
a211oi_1 3, a31oi_1 3, nand3_1 3, buf_6 2, clkbuf_2 2, inv_1 2
mux2i_1 2, nor2b_1 2, nor3b_1 2, o21ai_1 2, xnor2_1 2
==> logic make-up (layout without fill, tap and decap cells) <==
kind of cell	after synthesis	count (layout)	synth area share
buf+inv	16	40	0.1305
simple gates	47	47	0.3346
compound gates	42	42	0.3879
xor+xnor	4	4	0.07906
mux	4	4	0.06801
==> critical path: stages <==
cell and delay [ns]:
clkdlybuf4s50_1 0.58, buf_6 0.18, nand2_1 0.13, nor2_1 0.16, o2111ai_1 0.13, o21ai_0 0.15, clkdlybuf4s50_1 0.53
==> power groups by stage <==
stage         clock network [mW]  registers, mW  logic (mW)
CTS                            0              0       0.122
global route                   0              0       0.140
finish                         0              0       0.126
==> worst max path at each step <==
stage     startpoint  slack, ns  endpoint  cells past startpoint
6_report     ADDR[5]       0.12     Q[11]                      7
4_1_cts      ADDR[3]       0.05     Q[10]                      6
5_1_grt      ADDR[5]      -0.02     Q[11]                      7
==> metrics by stage <==
stage / hold WS (ns) / std cells / TNS (ns) / worst slack [ns]
CTS: 2.447 / 188 / 0 / 0.04754
floorplan: 1.461 / 113 / 0 / 1.170
global placement: 2.442 / 188 / 0 / 0.06795
global route: 2.254 / 189 / -0.02187 / -0.02187
finish: 2.155 / 189 / 0 / 0.1194
detailed placement: 2.441 / 188 / 0 / 0.06292
==> cell type report <==
cell class                      instances  area (um^2)  area share
Tap cell                               52        65.06     0.06125
Timing Repair Buffer                   37        389.1      0.3663
Inverter                                3        11.26     0.01060
Multi-Input combinational cell         97        596.8      0.5618
==> layout by cell type (no fill, tap or decap), types with 2 or more instances in the layout <==
| cell | netlist | routed |
|---|---|---|
| mux2i_1 | 2 | 2 |
| nor2b_1 | 2 | 2 |
| nand2_1 | 13 | 13 |
| o21ai_1 | 2 | 2 |
| o21ai_0 | 10 | 10 |
| nor3b_1 | 2 | 2 |
| xnor2_1 | 2 | 2 |
| nor3_1 | 4 | 4 |
| buf_4 | 1 | 10 |
| dlymetal6s2s_1 | 0 | 3 |
| a211oi_1 | 3 | 3 |
| clkdlybuf4s50_1 | 0 | 20 |
| nor2_1 | 14 | 14 |
| nand3_1 | 3 | 3 |
| buf_12 | 0 | 2 |
| a21oi_1 | 14 | 14 |
| inv_1 | 2 | 2 |
| a31oi_1 | 3 | 3 |
==> layer usage <==
metal / routed length [um] / share of wire / vias up / GRT usage
li1: - / - / 459 / -
met1: 1153 / 0.48 / 394 / 0.08352
met2: 1076 / 0.45 / 17 / 0.09590
met3: 160 / 0.067 / 0 / 0.01123
met4: 0 / 0 / 0 / 0
met5: 0 / 0 / - / 0
Power is estimated from default activity; no workload was simulated.
